==> flow/design.v <==
module FAC (
  input X,
  input Y,
  input C_in,
  output Cout,
  output Z
);
  assign Z = ((X ^ Y) ^ C_in);
  assign Cout = ((X & Y) | (X & C_in) | (Y & C_in));
endmodule
module RCA8 (
  input c_in,
  input [7:0] Y,
  input [7:0] X,
  output c_out,
  output [7:0] Z
);
  wire s0;
  wire s1;
  wire s2;
  wire s3;
  wire s4;
  wire s5;
  wire s6;
  wire s7;
  wire s8;
  wire s9;
  wire s10;
  wire s11;
  wire s12;
  wire s13;
  wire s14;
  wire s15;
  wire s16;
  wire s17;
  wire s18;
  wire s19;
  wire s20;
  wire s21;
  wire s22;
  wire s23;
  wire s24;
  wire s25;
  wire s26;
  wire s27;
  wire s28;
  wire s29;
  wire s30;
  assign s29 = Y[0];
  assign s25 = Y[1];
  assign s21 = Y[2];
  assign s17 = Y[3];
  assign s13 = Y[4];
  assign s9 = Y[5];
  assign s5 = Y[6];
  assign s1 = Y[7];
  assign s28 = X[0];
  assign s24 = X[1];
  assign s20 = X[2];
  assign s16 = X[3];
  assign s12 = X[4];
  assign s8 = X[5];
  assign s4 = X[6];
  assign s0 = X[7];
  FAC FAC_i0 (
    .X( s28 ),
    .Y( s29 ),
    .C_in( c_in ),
    .Cout( s26 ),
    .Z( s30 )
  );
  FAC FAC_i1 (
    .X( s24 ),
    .Y( s25 ),
    .C_in( s26 ),
    .Cout( s22 ),
    .Z( s27 )
  );
  FAC FAC_i2 (
    .X( s20 ),
    .Y( s21 ),
    .C_in( s22 ),
    .Cout( s18 ),
    .Z( s23 )
  );
  FAC FAC_i3 (
    .X( s16 ),
    .Y( s17 ),
    .C_in( s18 ),
    .Cout( s14 ),
    .Z( s19 )
  );
  FAC FAC_i4 (
    .X( s12 ),
    .Y( s13 ),
    .C_in( s14 ),
    .Cout( s10 ),
    .Z( s15 )
  );
  FAC FAC_i5 (
    .X( s8 ),
    .Y( s9 ),
    .C_in( s10 ),
    .Cout( s6 ),
    .Z( s11 )
  );
  FAC FAC_i6 (
    .X( s4 ),
    .Y( s5 ),
    .C_in( s6 ),
    .Cout( s2 ),
    .Z( s7 )
  );
  FAC FAC_i7 (
    .X( s0 ),
    .Y( s1 ),
    .C_in( s2 ),
    .Cout( c_out ),
    .Z( s3 )
  );
  assign Z[0] = s30;
  assign Z[1] = s27;
  assign Z[2] = s23;
  assign Z[3] = s19;
  assign Z[4] = s15;
  assign Z[5] = s11;
  assign Z[6] = s7;
  assign Z[7] = s3;
endmodule
==> flow/run.sh <==
#!/bin/bash
# OpenROAD 26Q1-2900-gdf79404cd8, Yosys 0.63+post, stock flow scripts
make -C /OpenROAD-flow-scripts/flow DESIGN_CONFIG=/design/flow/config.mk WORK_HOME=/design/flow/orfs finish
==> flow/config.mk <==
export PLATFORM = sky130hd
export DESIGN_NAME = RCA8
export DESIGN_NICKNAME = RCA8
export VERILOG_FILES = /design/flow/design.v
export SDC_FILE = /design/flow/constraint.sdc
export NUM_CORES = 4
export LEC_CHECK = 1
export CORE_AREA = 10 10 70 70
export DIE_AREA = 0 0 80 80
==> flow/constraint.sdc <==
current_design RCA8

set clk_period 3.6
set clk_io_pct 0.2

create_clock -name clk0 -period $clk_period

set non_clock_inputs [all_inputs -no_clocks]
set_input_delay [expr $clk_period * $clk_io_pct] -clock clk0 $non_clock_inputs
set_output_delay [expr $clk_period * $clk_io_pct] -clock clk0 [all_outputs]
==> design notes <==
The flow ran to the end, but the final reports show violations. The final reports fail on setup timing. The cell with the biggest individual delay on the critical path was sky130_fd_sc_hd__fa_2.

Ranked by total cell area, the synthesized netlist is headed by sky130_fd_sc_hd__fa_1, sky130_fd_sc_hd__buf_4, sky130_fd_sc_hd__inv_1. For this sky-water flow run, the detailed-routed wirelength per cell is reported as 8.80 µm. Counting the clock-network buffers in the layout gives 0. After floorplanning, the core was sized to cover 3420 µm². By startpoint and endpoint, the worst setup path is classified as in -> out. The horizontal die dimension reported for this design is 80 µm.

In the placement report, post-DP HPWL is listed as 803 µm. Per the synthesis report, the dominant area consumer among library cells is sky130_fd_sc_hd__fa_1. The proportion of layout cells with a drive suffix above 1 was 50.0%; the worst path required time was 2.88 ns.

The tools report the number of setup violations in the final report as 4. The via-per-instance ratio works out to 2.31. In this run the worst hold path is classified as in -> out. The routed layout has 208 vias. In the layout the commonest cells are sky130_fd_sc_hd__clkdlybuf4s50_1, sky130_fd_sc_hd__fa_2, sky130_fd_sc_hd__buf_2. The tools report the number of buffers inserted for hold repair after clock tree synthesis as 0.

The number of buffers inserted by port buffering works out to 26. The combined flip-flop and latch cell area was 0 µm². The script computed the net switching share of total power as 32.8%.

The final timing report lists a max-slew violation count of 0. The post-route fraction of the period consumed by the critical path is 125%, and the synthesized area is 258 µm². The utilization of the core after routing was 15.7%.

After its last routability iteration, the placer logged a weighted congestion of 0.836. The worst slack at placement was -1.77 ns. The clock network accounts for 0% of the total power. On the final layout, the worst hold slack is 2.18 ns. The internal portion of total power was 0.0000487 W. The worst pin sits at a relative slew slack of 92.6%.

The cell repeated most along the worst path is sky130_fd_sc_hd__fa_2. The most common library cell in the layout ignoring fill and taps is sky130_fd_sc_hd__clkdlybuf4s50_1. The tools report the Yosys warning count as 0.

The run reported a max-capacitance violation count of 0. Nets still carrying antenna violations after routing amount to 0. The routed layout reports a DRC error count of 0. Summed over its instances, the top area cell type makes up 62.1% of the synthesized netlist area. Number of buffers inserted by post-CTS setup repair: 0. The run gives 0 as the initial antenna violation count.

The signal on the critical path passes through buf_8, inv_12, fa_2, inv_2, fa_2, fa_2, fa_2, fa_2, fa_2, fa_2, inv_2, fa_2, inv_2, buf_2. The standard-cell row count came out at 21. After floorplanning, the die was sized to cover 6400 µm².

The critical path contains buffers and inverters numbering 6 combined. The maximum cell stage delay along the critical path was 0.43 ns; the chip area in the Yosys report was 258 µm². The overall routed net length is 792 µm.

Cell family contributing the most delay on the critical path: adder cells. For the via count of the first global-routing pass, the log shows 240. STA classifies the critical path startpoint as an input pin. The run gives 35 for the total tool warning count. The tools report the sequential element share of the synthesized area as 0%.

The run gives 26 as the number of cells produced by synthesis. Setup repair after global routing could not meet its margin everywhere. For the total track usage, the log shows 2.49%. The synth_stat.txt file lists the number of cells as 26. The die is 80 µm tall. For the finished layout, the period the worst path requires is 4.48 ns. With the pin count of the biggest net entering global routing at 2, the transition time at the pin with the least slew margin is 0.111 ns. For this design the total switching power over the nets is 0.0000238 W. For the violation count after the first detailed-routing iteration, the log shows 1. Looking at the power breakdown, sequential logic takes 0% of the total. A synthesized cell averages 9.91 µm². STA classifies the critical path endpoint as an output pin. The run gives 0.0000485 V as the peak supply drop.

The largest fanout on the critical path was 1; the count of cells along the worst hold path was 5. On the critical path the data arrives at 3.76 ns. The run gives 135 nW/µm² for the power density normalized to cell area. The leakage power in the latest report is 0.214 nW. The total overflow left after global routing is 0. The share of total power dissipated in combinational logic is 100.0%. The worst setup margin came out at -0.884 ns.

Counting buffers and inverters, the worst setup path is 14 cells deep. In this run the count of I/O pins placed on the die edge is 26. The number of distinct library cells after synthesis was 3; the first-pass detailed-route iteration total was 2. The core utilization at floorplan is 7.55%, and the first-pass GRT wire length is 1.24 mm. With the maximum operating frequency at 0.223 GHz, the number of hold violations in the final report is 0. With the layout-stage area growth over the synthesis result at 108%, the number of antenna cells inserted is 0.

Number of sequential cells in the layout: 0.
==> Yosys cell counts (all sizes together) <==
cell type / number
inv: 10
buf: 8
fa: 8
==> area by class of cell <==
class	instances	area, µm²
Multi-Input combinational cell	8	180
Timing Repair Buffer	26	240
Tap cell	46	57.6
Fill cell	389	2880
Inverter	10	57.6
==> kinds of logic (layout without fill, tap and decap cells) <==
logic type | Yosys count | in the layout | share of synthesized area, %
buffers and inverters | 18 | 36 | 37.9
adders and majority gates | 8 | 8 | 62.1
==> final timing paths <==
path,from,to,slack [ns]
setup / recovery,X[0],Z[7],-0.88
hold / removal,c_in,Z[0],2.18
==> tightest hold or removal path: stages <==
cell and delay (ns):
sky130_fd_sc_hd__buf_6 0.09, sky130_fd_sc_hd__inv_4 0.04, sky130_fd_sc_hd__fa_2 0.18, sky130_fd_sc_hd__inv_1 0.04, sky130_fd_sc_hd__clkdlybuf4s50_1 0.39
==> through the flow <==
step | area, µm² | total power [W] | TNS, ns | std cells
2_1_floorplan | 297 | 0.0000430 | -1.51 | 26
3_3_place_gp | 551 | 0.0000838 | -6.95 | 90
3_5_place_dp | 551 | 0.0000843 | -7.03 | 90
4_1_cts | 533 | 0.0000748 | -2.83 | 90
5_1_grt | 536 | 0.0000842 | -2.64 | 90
6_report | 536 | 0.0000725 | -2.26 | 90
==> power by group through the flow <==
stage / registers, W / clock network [W] / logic (W)
CTS: 0 / 0 / 0.0000748
global route: 0 / 0 / 0.0000842
finish: 0 / 0 / 0.0000725
==> routing by layer <==
layer  wire (µm)  share of wire (%)  GRT usage, %  vias up
li1            -                  -             -       96
met5           0                  0             0        -
met3         177                 22          1.93        0
met1         406                 51          3.86       88
met2         207                 26          2.65       24
met4           0                  0             0        0
==> repair_timing <==
action                     4_1_cts  5_1_grt
setup endpoints to repair        7        4
resized                         36        3
pin swaps                        8        8
No activity file was given, so power comes from the tool's default toggle rates.
